[flow/config.mk]
export PLATFORM = sky130hd
export DESIGN_NAME = sir_cpu
export DESIGN_NICKNAME = sir_cpu
export VERILOG_FILES = /design/flow/design.v
export SDC_FILE = /design/flow/constraint.sdc
export NUM_CORES = 4
export LEC_CHECK = 1
export CORE_UTILIZATION = 30
export SYNTH_MEMORY_MAX_BITS = 65536
[flow/design.v]
module alu (
    input  [63:0] a,                
    input  [63:0] b,                
    input  [3:0]  alu_control,      
    output reg        invalid_op,   
    output reg [63:0] ALUresult     
);
    localparam ALU_AND  = 4'b0000;  
    localparam ALU_OR   = 4'b0001;  
    localparam ALU_ADD  = 4'b0010;  
    localparam ALU_SUB  = 4'b0110;  
    localparam ALU_SLT  = 4'b0111;  
    localparam ALU_XOR  = 4'b1000;  
    localparam ALU_SLL  = 4'b1001;  
    localparam ALU_SRL  = 4'b1010;  
    localparam ALU_SRA  = 4'b1011;  
    localparam ALU_SLTU = 4'b1100;  
    localparam ALU_INV  = 4'b1111;  
    always @(*) begin
        invalid_op = 1'b0;
        case (alu_control)
            ALU_AND:  ALUresult = a & b;
            ALU_OR:   ALUresult = a | b;
            ALU_ADD:  ALUresult = a + b;
            ALU_SUB:  ALUresult = a - b;
            ALU_SLT:  ALUresult = ($signed(a) < $signed(b)) ? 64'b1 : 64'b0;
            ALU_XOR:  ALUresult = a ^ b;
            ALU_SLL:  ALUresult = a << b[5:0];
            ALU_SRL:  ALUresult = a >> b[5:0];
            ALU_SRA:  ALUresult = $signed(a) >>> b[5:0];
            ALU_SLTU: ALUresult = (a < b) ? 64'b1 : 64'b0;
            default:  begin
                ALUresult = 64'b0;
                invalid_op = 1'b1;   
            end
        endcase
    end
endmodule
module alu_control (
    input      [1:0]      ALUOp,
    input      [2:0]     funct3,
    input      [6:0]     funct7,
    output reg [3:0] alu_control
);
    localparam ALU_AND  = 4'b0000;
    localparam ALU_OR   = 4'b0001;
    localparam ALU_ADD  = 4'b0010;
    localparam ALU_SUB  = 4'b0110;
    localparam ALU_SLT  = 4'b0111;
    localparam ALU_XOR  = 4'b1000;
    localparam ALU_SLL  = 4'b1001;
    localparam ALU_SRL  = 4'b1010;
    localparam ALU_SRA  = 4'b1011;
    localparam ALU_SLTU = 4'b1100;
    localparam ALU_INV  = 4'b1111;  
    wire funct7_5 = funct7[5];      
    always @(*) begin
        alu_control = ALU_INV;       
        if (ALUOp == 2'b10) begin    
            case (funct3)
                3'b000: alu_control = (funct7_5) ? ALU_SUB : ALU_ADD;
                3'b111: alu_control = ALU_AND;
                3'b110: alu_control = ALU_OR;
                3'b100: alu_control = ALU_XOR;
                3'b001: alu_control = ALU_SLL;
                3'b101: alu_control = (funct7_5) ? ALU_SRA : ALU_SRL;
                3'b010: alu_control = ALU_SLT;
                3'b011: alu_control = ALU_SLTU;
            endcase
        end else if (ALUOp == 2'b01) begin  
            case (funct3)
                3'b000: alu_control = ALU_ADD;  
                3'b111: alu_control = ALU_AND;  
                3'b110: alu_control = ALU_OR;   
                3'b100: alu_control = ALU_XOR;  
                3'b001: alu_control = ALU_SLL;  
                3'b101: alu_control = (funct7_5) ? ALU_SRA : ALU_SRL;  
                3'b010: alu_control = ALU_SLT;  
                3'b011: alu_control = ALU_SLTU;  
            endcase
        end else if (ALUOp == 2'b00) begin
                alu_control = ALU_ADD;   
        end
    end
endmodule
module control (
    input  [6:0]     opcode,
    output reg       RegWrite,
    output reg       ALUSrc,
    output reg       MemRead,
    output reg       MemtoReg,
    output reg       MemWrite,
    output reg [1:0] ALUOp
);
    localparam ALUOP_INVALID = 2'b11;
    localparam ALUOP_RTYPE   = 2'b10;
    localparam ALUOP_ITYPE   = 2'b01;
    localparam OPCODE_RTYPE  = 7'b0110011;
    localparam OPCODE_ITYPE  = 7'b0010011;
    localparam OPCODE_LOAD   = 7'b0000011;
    localparam OPCODE_JALR   = 7'b1100111;
    localparam OPCODE_STORE  = 7'b0100011;  
    always @(*) begin
        ALUSrc    = 0;
        RegWrite  = 0;
        MemRead   = 0;
        MemWrite  = 0;
        MemtoReg  = 0;
        ALUOp     = ALUOP_INVALID;
        case (opcode)
            OPCODE_RTYPE: begin
                RegWrite  = 1;
                ALUSrc    = 0;
                ALUOp     = ALUOP_RTYPE;
            end
            OPCODE_ITYPE: begin
                RegWrite  = 1;
                ALUSrc    = 1;
                ALUOp     = ALUOP_ITYPE;
            end
            OPCODE_LOAD: begin
                RegWrite  = 1;
                ALUSrc    = 1;
                MemRead   = 1;
                MemtoReg  = 1;
                ALUOp     = 2'b00;
            end
            OPCODE_JALR: begin
                RegWrite  = 1;
                ALUSrc    = 1;
                MemRead   = 0;
                MemWrite  = 0;
                MemtoReg  = 0;       
                ALUOp     = 2'b00;   
            end
            OPCODE_STORE: begin
                RegWrite  = 0;       
                ALUSrc    = 1;       
                MemRead   = 0;
                MemWrite  = 1;       
                MemtoReg  = 0;       
                ALUOp     = 2'b00;   
            end
        endcase
    end
endmodule
module data_mem (
    input         clk,           
    input         MemRead,       
    input         MemWrite,      
    input  [63:0] address,       
    input  [63:0] write_data,    
    output [63:0] read_data      
);
    reg [63:0] memory [0:255];
    always @(posedge clk) begin
        if (MemWrite) begin
            memory[address[63:3]] <= write_data;
        end
    end
    assign read_data = (MemRead) ? memory[address[63:3]] : 64'b0;
endmodule
module imm_decoder (
    input      [6:0] opcode,
    output reg [2:0] imm_type
);
    localparam I_TYPE       = 3'b000;
    localparam S_TYPE       = 3'b001;
    localparam B_TYPE       = 3'b010;
    localparam U_TYPE       = 3'b011;
    localparam J_TYPE       = 3'b100;
    localparam INVALID_TYPE = 3'b111;
    always @(*) begin
        case (opcode)
            7'b0000011,  
            7'b0010011,  
            7'b0001111,  
            7'b1110011,  
            7'b1100111: imm_type = I_TYPE;  
            7'b0100011: imm_type = S_TYPE;  
            7'b1100011: imm_type = B_TYPE;  
            7'b0110111,  
            7'b0010111: imm_type = U_TYPE;  
            7'b1101111: imm_type = J_TYPE;  
            default: imm_type = INVALID_TYPE;
        endcase
    end
endmodule
module instr_mem (
    input  wire [63:0] address,
    output wire [31:0] instruction
);
    reg [31:0] memory [0:255];
    integer i;
    assign instruction = memory[address[63:2]];
    initial begin
        memory[0] = 32'h4D200093;  
        memory[1] = 32'h00800113;  
        memory[2] = 32'h00112023;  
        memory[3] = 32'h00012183;  
        for (i = 4; i < 256; i = i + 1)
            memory[i] = 32'h00000013;  
    end
endmodule
module pc (
	input [63:0] newAddr,	 
	input clk,
	input rst,
	output reg [63:0] oldAddr	 
);
	always @ (posedge clk or posedge rst) begin  
		if (rst) begin
			oldAddr <= 64'd0;
		end
		else begin
			oldAddr <= newAddr;
		end
	end
endmodule
module pc_add4 (
    input  [63:0] pc,
    output [63:0] pc_plus_4
);
    assign pc_plus_4 = pc + 64'd4;
endmodule
module reg_file (
    input         clk,
    input         wen,             
    input  [4:0]  rs1,             
    input  [4:0]  rs2,             
    input  [4:0]  rd,              
    input  [63:0] wd,              
    output [63:0] rd1,             
    output [63:0] rd2              
);
    reg [63:0] registers [0:31];
    assign rd1 = (rs1 == 0) ? 64'b0 : registers[rs1];
    assign rd2 = (rs2 == 0) ? 64'b0 : registers[rs2];
    always @(posedge clk) begin
        if (wen && rd != 0) begin
            registers[rd] <= wd;
        end
    end
    integer i;  
	 initial begin
        for (i = 0; i < 32; i = i + 1) begin
            registers[i] = 64'd0;
        end
    end
endmodule
module sign_extend (
    input  [31:0] instr,
    input  [2:0]  imm_type,
    output reg [63:0] imm_out
);
    localparam I_TYPE      = 3'b000;
    localparam S_TYPE      = 3'b001;
    localparam B_TYPE      = 3'b010;
    localparam U_TYPE      = 3'b011;
    localparam J_TYPE      = 3'b100;
    localparam INVALID_TYPE = 3'b111;
    always @(*) begin
        case (imm_type)
            I_TYPE: begin
                imm_out = {{52{instr[31]}}, instr[31:20]};
            end
            S_TYPE: begin
                imm_out = {{52{instr[31]}}, instr[31:25], instr[11:7]};
            end
            B_TYPE: begin
                imm_out = {{51{instr[31]}}, instr[31], instr[7], instr[30:25], instr[11:8], 1'b0};
            end
            U_TYPE: begin
                imm_out = {{32{instr[31]}}, instr[31:12], 12'b0};
            end
            J_TYPE: begin
                imm_out = {{43{instr[31]}}, instr[31], instr[19:12], instr[20], instr[30:21], 1'b0};
            end
            default: begin
                imm_out = 64'b0;
            end
        endcase
    end
endmodule
module sir_cpu (
    input clk,
    input rst,
    output [63:0] pc_out,
    output [31:0] instruction,
    output [4:0]  rd,
    output [63:0] alu_result,
    output        invalid
);
    wire [63:0] pc_plus_4;
    wire [63:0] jump_target;
    wire [63:0] pc_next;
    wire [31:0] instruction_internal;
    assign instruction = instruction_internal;
    wire [6:0]  opcode      = instruction_internal[6:0];
    wire [4:0]  rd_internal = instruction_internal[11:7];
    wire [2:0]  funct3      = instruction_internal[14:12];
    wire [4:0]  rs1         = instruction_internal[19:15];
    wire [4:0]  rs2         = instruction_internal[24:20];
    wire [6:0]  funct7      = instruction_internal[31:25];
    assign rd = rd_internal;
    wire is_jalr = (opcode == 7'b1100111);
    assign jump_target = alu_result & 64'hFFFFFFFFFFFFFFFE;
    assign pc_next = is_jalr ? jump_target : pc_plus_4;
    pc pc_inst (
        .clk(clk),
        .rst(rst),
        .newAddr(pc_next),
        .oldAddr(pc_out)
    );
    pc_add4 pc_add4_inst (
        .pc(pc_out),
        .pc_plus_4(pc_plus_4)
    );
    instr_mem instr_mem_inst (
        .address(pc_out),
        .instruction(instruction_internal)
    );
    wire RegWrite, ALUSrc, MemRead, MemWrite, MemtoReg;
    wire [1:0] ALUOp;
    control control_inst (
        .opcode(opcode),
        .RegWrite(RegWrite),
        .ALUSrc(ALUSrc),
        .ALUOp(ALUOp),
        .MemRead(MemRead),
        .MemWrite(MemWrite),
        .MemtoReg(MemtoReg)
    );
    wire [63:0] reg_data1, reg_data2;
    wire [63:0] write_back_data;
    reg_file reg_file_inst (
        .clk(clk),
        .rs1(rs1),
        .rs2(rs2),
        .rd(rd_internal),
        .wen(RegWrite),
        .wd(write_back_data),
        .rd1(reg_data1),
        .rd2(reg_data2)
    );
    wire [2:0] imm_type;
    imm_decoder imm_decoder_inst (
        .opcode(opcode),
        .imm_type(imm_type)
    );
    wire [63:0] imm_out;
    sign_extend sign_extend_inst (
        .instr(instruction_internal),
        .imm_type(imm_type),
        .imm_out(imm_out)
    );
    wire [3:0] alu_control_signal;
    alu_control alu_control_inst (
        .ALUOp(ALUOp),
        .funct3(funct3),
        .funct7(funct7),
        .alu_control(alu_control_signal)
    );
    wire [63:0] alu_operand2 = (ALUSrc) ? imm_out : reg_data2;
    alu alu_inst (
        .a(reg_data1),
        .b(alu_operand2),
        .alu_control(alu_control_signal),
        .ALUresult(alu_result),
        .invalid_op(invalid)
    );
    wire [63:0] mem_data;
    data_mem data_mem_inst (
        .clk(clk),
        .address(alu_result),
        .write_data(reg_data2),
        .read_data(mem_data),
        .MemRead(MemRead),
        .MemWrite(MemWrite)
    );
    assign write_back_data = is_jalr ? pc_plus_4 :
                             MemtoReg ? mem_data :
                             alu_result;
endmodule
[flow/constraint.sdc]
current_design sir_cpu

set clk_period 259.9
set clk_io_pct 0.2

create_clock -name clk0 -period $clk_period [get_ports {clk}]

set non_clock_inputs [all_inputs -no_clocks]
set_input_delay [expr $clk_period * $clk_io_pct] -clock clk0 $non_clock_inputs
set_output_delay [expr $clk_period * $clk_io_pct] -clock clk0 [all_outputs]
[flow/run.sh]
#!/bin/bash
# OpenROAD 26Q1-2900-gdf79404cd8, Yosys 0.63+post, stock flow scripts
make -C /OpenROAD-flow-scripts/flow DESIGN_CONFIG=/design/flow/config.mk WORK_HOME=/design/flow/orfs finish
==> changes_impl.md <==
### Physical design

* Result of the run: finished clean
* Crit path max fanout at 61
* CTS tree: done
* Final Skew at 0.132 ns
* Worst setup slack before clock tree synthesis at 198.94 ns
* Number of buffers and inverters on the critical path at 4
* Count of H-tree levels built during CTS at 7
* Highest cell delay on the worst timing path at 0.76 ns
* Clk pin slew, worst setup/hold paths at approximately 0.060 ns
* Relative slew margins at 1.85%
* Final Max Tran Viols at 0
* Crit path arrival time at approximately 10 ns
* Width of the die at 1.49 mm
* Sequential area share after synthesis at 75.3%
* Number of design-rule violations left by the first detailed-router iteration at 37114
* Clock buffers created by TritonCTS at around 1700
* Average instance area after synthesis at 13.0 um^2
* And-or/or-and share of the synthesized area at 5.03%
* Proportion of total power due to net switching at 19.7%
* Detailed-route wire length at ~2600 mm
* Dominant combinational cell family by area after synthesis: simple AND/OR/NAND/NOR gates
* Combinational power share at 0%
* Post-DR wirelength/cell at roughly 31 um
* Hold-fix buffers, CTS at 0
* Yosys stat cell total at roughly 51000
* Simple-Gate Fraction of Synth Area at between 10% and 20%
* Synthesized instance count at 50764
* Critical path type: register to output port
* Clock sink count at 16574
* Leak pwr at 278 nW
* Port bufs at 142
* Setup violation total in the final timing report at 0
* Worst min-delay path class: register to register
* Via-to-Cell Ratio at between 5 and 6
* Post-synth area from yosys stat at 660000 um^2
* I/O pin total at around 170
* Post-CTS Setup Inserts at 0
* Total vias in the final route at 439180
* Pre-Place Util at 30.1%
* OpenROAD warning count at roughly 180
* Pin count of the biggest net entering global routing at 133
* Initial antenna violation count at 300
* Placeable core area at approximately 2200000 um^2
* Sort of element at the end of the critical path: output port
* Net Sw Power at 1.03 mW
* Clock latency (worst-skew pair) at 1.42 ns
* Vias in the first global route at approximately 440k
* Number of unique standard cell types used by synthesis at 98
* Parity-gate share of the synthesized area counting xor and xnor cells at less than 1%
* Total count of hold-check failures in the final report at 0
* Fraction of layout instances using a drive strength above 1 at 10.4%
* Std-Cell Rows at about 540
* Die height at 1.49 mm
* Post-CTS resize count at 0
* Post-route antenna net violation count at 0
* Master cell of the clock root buffer: clkbuf_16
* Post-synthesis sequential element count at 16574
* Final worst setup slack at 197.52 ns
* Die Area at 2210000 um^2
* Routability congestion estimate at 0.975
* Worst path slowest cell: a211oi_1
* Sequential share of power at between 50% and 60%
* Router iterations before antenna repair at 8
* Congestion Overflow GR at 0
* Critical Path, Cell by Cell: nor2_1 > and3_2 > buf_4 > and2_1 > nor3b_2 > buf_4 > and2_4 > nand2_1 > ha_1 > inv_1 > a21oi_1 > nand3_1 > a211oi_1 > o21ai_0 > a211o_1 > a31o_2 > a211o_1 > a311o_1 > mux2_2 > xnor2_1 > clkdlybuf4s50_1
* Most common flop cell mapped by yosys: edfxtp_1
* Peak Freq at 16.0 MHz
* Final total negative setup slack at 0 ns
* Critical path's top delay family: AND-OR/OR-AND gates
* Slew at the pin with the worst max-slew slack at 1.47 ns
* VDD IR max at 6.43 uV
* Growth of design area from synthesis to finish at 15.2%
* Yosys warning count at 9
* CP Launch Type: register
* Wire length of the first global-routing pass at 3540 mm
* Relative contribution of the clock network to total power at 44.5%
* Pwr Density at 6.86 nW/um^2
* Share of flip-flops with an asynchronous set or reset after synthesis at 0.374%
* Share of the cycle needed by the critical path after routing at 24.0%
* HPWL after detailed placement at 1570 mm
* Max clock buf depth at 6
* Max-cap violations at 0
* Tot GR Track Use at 24.6%
* Min cycle time layout at ~62 ns
* MUX area fraction at 0.487%
* RSZ-0062 raised after global routing: no
* Syn Std Cell Area at about 660000 um^2
* Adder-Cell Fraction of Synth Area at 0.254%
* Total internal power at 4.19 mW
* Count of flip-flops with a built-in enable after synthesis at ~17000
* # DRC at 0
* Data required time of the worst path at 207.92 ns
[logic make-up (layout without fill, tap and decap cells)]
kind of cell,after synthesis,after routing
DFF,16574,16574
buffers and inverters,3576,5834
muxes,301,301
and+or+nand+nor,24929,24929
xor gates and xnor gates,116,116
adders and majority gates,133,133
other,2,816
AOI/OAI and AO/OA,5133,5133
[cell usage in the layout, fill, tap and decap left out, types with 260 or more instances in the layout]
cell type and count:
buf_4 2487, nand3_1 5586, a21oi_1 1665, clkbuf_1 351, and3_1 1636, o22ai_1 492, nor4_1 260, clkinv_1 422
nor2_4 284, nand2_1 16189, a311oi_1 894, a31oi_1 1273, diode_2 791, clkbuf_16 1713, mux2i_1 283, clkinv_2 302
edfxtp_1 16512
[stage by stage]
stage,util (%),power [mW],std cells,hold slack (ns),cell area [um^2]
after floorplan,-,2.95,50787,0.420,661000
after global placement,32.2,2.95,79282,0.466,707000
after detailed placement,32.2,2.95,79284,0.473,707000
after CTS,34.6,5.22,82254,0.486,759000
after global routing,34.6,5.32,82873,0.495,760000
final,34.7,5.21,83047,0.485,761000
[cell type report]
type | count | area [um^2]
Fill cell | 206989 | 1430000
Sequential cell | 16574 | 497000
Multi-Input combinational cell | 30637 | 151000
Clock buffer | 2069 | 44300
Tap cell | 29211 | 36500
Timing Repair Buffer | 2719 | 21900
Clock inverter | 901 | 6860
Antenna cell | 791 | 1980
Inverter | 145 | 593
[synth_stat cells, types with 35 or more instances]
| master | instances | share of area [%] |
|---|---|---|
| clkbuf_1 | 752 | 0.43 |
| buf_2 | 2137 | 1.6 |
| buf_4 | 128 | 0.15 |
| dfrtp_1 | 62 | 0.23 |
| o2111ai_1 | 61 | 0.081 |
| o31ai_1 | 83 | 0.094 |
| o22ai_1 | 497 | 0.47 |
| nor4_1 | 389 | 0.37 |
| a311oi_1 | 902 | 1.2 |
| a21oi_1 | 1686 | 1.3 |
| nand2_1 | 16240 | 9.2 |
| and2_1 | 74 | 0.070 |
| ha_1 | 131 | 0.25 |
| nor2_1 | 479 | 0.27 |
| or3_1 | 73 | 0.069 |
| a22oi_1 | 35 | 0.040 |
| and3_1 | 1638 | 1.6 |
| nand4_1 | 83 | 0.079 |
| xor2_1 | 37 | 0.049 |
| buf_1 | 393 | 0.22 |
| nand3_1 | 5592 | 4.2 |
| or4_1 | 74 | 0.084 |
| a211oi_1 | 48 | 0.055 |
| xnor2_1 | 77 | 0.10 |
| edfxtp_1 | 16512 | 75 |
| a31oi_1 | 1282 | 1.2 |
| o21ai_0 | 200 | 0.15 |
| inv_1 | 138 | 0.078 |
| mux2i_1 | 283 | 0.43 |
| nor3_1 | 173 | 0.13 |
[final timing paths]
check	startpoint	end	slack, ns	cells past startpoint
max reg2reg	pc_inst.oldAddr[4]	reg_file_inst.registers[1][17]	245.55	32
min reg2reg	pc_inst.oldAddr[55]	pc_inst.oldAddr[55]	0.49	1
min	pc_inst.oldAddr[55]	pc_inst.oldAddr[55]	0.49	1
max in group asynchronous	rst	pc_inst.oldAddr[3]	207.92	3
max	pc_inst.oldAddr[4]	alu_result[53]	197.52	21
min in group asynchronous	rst	pc_inst.oldAddr[46]	50.96	2
[layer usage]
metal / global-route usage [%] / part of all wire (%)
met3: 22.8 / 21
met1: 23.6 / 29
met5: 8.23 / 0.71
met2: 32.8 / 41
met4: 15.5 / 8.1
[state kept, by name, indices dropped and copies added, names as in the netlist]
signal / count
data_mem_inst.memory: 16384
reg_file_inst.registers: 128
pc_inst.oldAddr: 62
[power by group through the flow]
stage                 logic (mW)  registers [mW]  clock network [mW]
final                   0.000300            2.89                2.32
after CTS               0.000318            2.89                2.33
after global routing    0.000354            2.89                2.43
Power and IR drop assume default switching activity.
