$ cat flow/design.v
module adder_64bit (
    input  [63:0] a,
    input  [63:0] b,
    output [63:0] sum
);
    assign sum = a + b;
endmodule
$ cat flow/run.sh
#!/bin/bash
# OpenROAD 26Q1-2900-gdf79404cd8, Yosys 0.63+post, stock flow scripts
make -C /OpenROAD-flow-scripts/flow DESIGN_CONFIG=/design/flow/config.mk WORK_HOME=/design/flow/orfs finish
$ cat flow/config.mk
export PLATFORM = sky130hd
export DESIGN_NAME = adder_64bit
export DESIGN_NICKNAME = adder_64bit
export VERILOG_FILES = /design/flow/design.v
export SDC_FILE = /design/flow/constraint.sdc
export NUM_CORES = 4
export LEC_CHECK = 1
export CORE_AREA = 10 10 132 132
export DIE_AREA = 0 0 142 142
$ cat flow/constraint.sdc
current_design adder_64bit

set clk_period 27.6
set clk_io_pct 0.2

create_clock -name clk0 -period $clk_period

set non_clock_inputs [all_inputs -no_clocks]
set_input_delay [expr $clk_period * $clk_io_pct] -clock clk0 $non_clock_inputs
set_output_delay [expr $clk_period * $clk_io_pct] -clock clk0 [all_outputs]
==> Slide: Implementation Results <==
Key Metrics from the Run

Floorplan
  – Floorplan core density: a little over a quarter
  – DIE WIDTH: 142 um
  – Chip area: a little over 20000 sq um
  – Num ports: 192
  – Core area: 14500 sq um
  – FP Rows: around 44
  – Die height: 142 um

GRT
  – Initial antenna violation count: 0
  – Largest net degree at the start of global routing: 12
  – Vias in the first global route: approximately 4.7k
  – Tot GR Track Use: between 10% and 20%
  – First-pass GRT wire length: around 24 mm
  – Grt ovf: 0

Power and ir drop
  – Worst VDD drop: ~12 uV
  – Lkg Pwr: 2.42 nW
  – Cell area power density: between 20 and 30 nW/um^2
  – Power Total: between 0.15 and 0.2 mW

Setup path
  – Setup CP Type: input pin to primary output
  – CP required: 22.08 ns
  – Worst setup SP type: input pin
  – Arr. time, crit path: around 9 ns
  – CP Capture Type: primary output
  – Crit Path Max Fanout: 5

Min path
  – Hold Path Class: input pin to primary output

Timing
  – Min Tclk post-route: ~14 ns
  – Slew margin rel.: between 60% and 70%
  – Final setup vio count: 0
  – RSZ-0062 raised after global routing: false
  – Cycle use final: 52.4%
  – Final setup margin: approximately 13 ns
  – Fmax: roughly 69 MHz
  – Setup TNS Final: 0 ns
  – Hold Fails Final Rpt: 0
  – Slew Viols, Final: 0
  – Worst-margin pin slew: 0.540 ns

Yosys
  – Cell count after synthesis: 555
  – Area leader, netlist: ha_1
  – Area leader share: around a fifth
  – YS chip area: roughly 3800 sq um
  – Sequential fraction of the synthesis area: 0%
  – Ys Warns: 0
  – Cell Area, Synth: 3820 sq um
  – Most common cell in the netlist: a21oi_1
  – Post-synth top cells: a21oi_1 (75), ha_1 (63), nand2_1 (52)
  – Yosys cell count: 555
  – Syn Area/Cell: about 7 sq um
  – Distinct cells, synth: between 60 and 70
  – Synth area leaders: ha_1 (21%), a21oi_1 (9.8%), xnor2_1 (8.5%)

Cells and area
  – FF+latch area: 0 sq um
  – CLK BUF: 0
  – Flip-flops: 0
  – Post-layout util: roughly two fifths
  – P&R area growth vs syn: 53.6%
  – Fraction of layout cells with a size suffix above 1: ~3.3%

Routing
  – Post-DRT Antenna Nets: 0
  – Initial DRC Count: between 200 and 300
  – ANT cells: 0
  – Post-DR wirelength/cell: 16.8 um
  – WL final: between 15 and 20 mm
  – Vias: about 4.7k
  – DRC violations left: 0
  – Via density: 5.17
  – Drt pass-1 iters: 5

Placed design
  – I/O Buffers: between 150 and 200
  – GP Congestion: between 0.9 and 1
  – DP Wirelength: ~14 mm
  – Worst slack, placed: ~13 ns

Outcome
  – Status: finished clean

Clock network
  – CTS Hold Bufs: 0
  – Resize count post-CTS: 0
  – Post-CTS Repair Setup Buffers: 0

Run
  – Tool warnings: 32
  – Number of max-cap violations: 0
-- metrics by stage --
| step | std cells | area, sq um | hold WS (ns) |
|---|---|---|---|
| final | 910 | 5860 | 12.07 |
| after global routing | 910 | 5860 | 12.11 |
| after CTS | 910 | 5860 | 12.09 |
| after detailed placement | 910 | 5860 | 12.08 |
| after global placement | 910 | 5860 | 12.08 |
| after floorplan | 555 | 3820 | 11.11 |
-- cell usage in the layout (no fill, tap or decap), types with 2 or more instances in the layout --
cell type	instances
a211oi_1	3
a21boi_0	2
a21boi_2	2
a21o_1	35
a21oi_1	75
a21oi_2	4
a31oi_1	6
a41oi_1	3
and2_1	3
and3_1	6
and4_1	2
clkdlybuf4s50_1	192
ha_1	63
inv_1	14
nand2_1	52
nand2_2	2
nand2b_1	5
nand3_1	18
nand3b_1	4
nand4_1	17
nor2_1	39
nor2_2	2
nor2b_1	6
nor3_1	9
nor4_1	2
o211ai_1	4
o21a_1	7
o21ai_0	23
o21ai_1	15
o21ai_2	4
o21bai_1	13
o311ai_1	2
o31a_1	2
or2_1	2
or3_1	3
xnor2_1	37
xor2_1	23
-- area by class of cell --
cell class	instances	area, sq um
repair buffers	192	1920
well taps	184	230
multi-input cells	520	3660
fillers	1489	8670
inverters	14	52.6
-- routing by layer --
| metal | track usage, % | share of wire (%) |
|---|---|---|
| met3 | 2.85 | 7.6 |
| met5 | 0 | 0 |
| met2 | 23.5 | 46 |
| met1 | 20.3 | 47 |
| met4 | 0.215 | 0.092 |
-- kinds of logic after synthesis --
family | after synthesis | synth area share, %
buffers and inverters | 35 | 4.20
adder cells (fa/ha/maj) | 64 | 21.2
AND-OR/OR-AND | 217 | 37.2
XOR/XNOR | 60 | 13.8
AND/OR/NAND/NOR | 179 | 23.6
-- critical path, stage by stage --
cell and delay, ns:
clkdlybuf4s50_1 0.40, ha_1 0.24, fa_1 0.42, a21oi_2 0.17, nor2_1 0.09, nor4_4 0.36
nor2_1 0.16, a21oi_4 0.23, a21oi_1 0.14, o32ai_1 0.43, o21ai_1 0.15, xor2_1 0.15
clkdlybuf4s50_1 0.50
-- final timing paths --
| check | cells past startpoint | to | slack [ns] | start |
|---|---|---|---|---|
| max | 13 | sum[44] | 13.12 | a[0] |
| min | 3 | sum[0] | 12.07 | b[0] |
-- power by group --
part | internal (mW) | switching, mW | leakage [nW]
registers | 0 | 0 | 0
clock network | 0 | 0 | 0
logic | 0.0883 | 0.0671 | 2.42
total | 0.0883 | 0.0671 | 2.42
No activity file was given, so power comes from the tool's default toggle rates.
