==> /design/flow/design.v <==
module mux2to1_64bit (
    input  [63:0] a,     
    input  [63:0] b,     
    input         sel,   
    output [63:0] out    
);
    assign out = sel ? b : a;
endmodule
==> /design/flow/run.sh <==
#!/bin/bash
# OpenROAD 26Q1-2900-gdf79404cd8, Yosys 0.63+post, stock flow scripts
make -C /OpenROAD-flow-scripts/flow DESIGN_CONFIG=/design/flow/config.mk WORK_HOME=/design/flow/orfs finish
==> /design/flow/config.mk <==
export PLATFORM = sky130hd
export DESIGN_NAME = mux2to1_64bit
export DESIGN_NICKNAME = mux2to1_64bit
export VERILOG_FILES = /design/flow/design.v
export SDC_FILE = /design/flow/constraint.sdc
export NUM_CORES = 4
export LEC_CHECK = 1
export CORE_AREA = 10 10 95 95
export DIE_AREA = 0 0 105 105
==> /design/flow/constraint.sdc <==
current_design mux2to1_64bit

set clk_period 1.0
set clk_io_pct 0.2

create_clock -name clk0 -period $clk_period

set non_clock_inputs [all_inputs -no_clocks]
set_input_delay [expr $clk_period * $clk_io_pct] -clock clk0 $non_clock_inputs
set_output_delay [expr $clk_period * $clk_io_pct] -clock clk0 [all_outputs]
==> qor_table.md <==
| Result | Reported | Unit |
|:---|:---|:---|
| Average cell area after synthesis | 15.2 | sq um |
| Result of the run | complete, but fails checks | - |
| Post-route design area | 0.00313 | sq mm |
| Hold/Removal Path Class | primary input to primary output | - |
| Transition time of the tightest slew-check pin | 0.103 | ns |
| Leakage power | 1.69 | nW |
| Number of warnings reported in the yosys synthesis log | 0 | - |
| Netlist Area Pre-Place | 0.00108 | sq mm |
| Count of different cell masters after synthesis | 4 | - |
| Area inside the core boundary | 0.00691 | sq mm |
| Peak supply drop | 0.000175 | V |
| Fill cell total of the finished layout | 683 | - |
| Buffer and inverter count on the worst path | 4 | - |
| Comb gate area | 957 | sq um |
| Hold buffers post-CTS | 0 | - |
| Number of logged tool warnings | 34 | - |
| Setup total negative slack | -6.80 | ns |
| Die Y | 105 | microns |
| First-pass DRT Iterations | 4 | - |
| Crit start category | primary input | - |
| Antenna diodes | 0 | - |
| Global route total overflow | 0 | - |
| Top cell by count, worst path | sky130_fd_sc_hd__buf_12 | - |
| Ys cells | 71 | - |
| Final worst-path setup slack | -0.197 | ns |
| Unrepaired setup endpoints after global routing | yes | - |
| Detailed-route wire length per cell | 18.2 | microns |
| Maximum clock frequency | 836 | MHz |
| Number of buffers added on ports | 193 | - |
| Die x size | 105 | microns |
| Layout area overhead | 191 | % |
| Maximum number of pins on one net before global-route repair | 13 | - |
| Wirelength, routed | 6.72 | mm |
| Final Core Density | 0.453 | - |
| Chip area | 0.0110 | sq mm |
| Total area of sequential cells | 0 | sq um |
| Vias in the first global route | 1,573 | - |
| Vias after detailed routing | 1,354 | - |
| Synthesized chip area reported by yosys | 0.00108 | sq mm |
| Placed cell count | 359 | - |
| Crit path largest cell delay | 0.30 | ns |
| Largest fanout on the critical path | 7 | - |
| Hold Vio Cnt, Final | 0 | - |
| Syn Inst Count | 71 | - |
| Power per cell area | 402 | mW/mm^2 |
| Final critical-path share of the clock period | 1.20 | - |
| Critical path data arrival time | 1.00 | ns |
| Weighted congestion at the end of routability-driven global placement | 0.718 | - |
| Worst slew margin relative to its limit | 0.931 | - |
| Worst hold slack | 0.705 | ns |
| Crit-path leading delay family | buffers and inverters | - |
| Slowest cell on the critical path | sky130_fd_sc_hd__mux2_4 | - |
| Failing checks | setup timing | - |
| Slew Viols, Final | 0 | - |
| Count of non-filler cells in the finished layout | 369 | - |
| Count of standard-cell rows | 30 | - |
| Seq cells | 0 | - |
| Critical Setup Path Class | primary input to primary output | - |
| Global-route wire length before repair | 9.49 | mm |
| Layout cells sized above 1 | 0.531 | - |
| Maxcap violations | 0 | - |
| Final ANT Viol Nets | 0 | - |
| Placement-stage cell area | 0.00309 | sq mm |
| Number of placed I/O pins | 193 | - |
| Pre-Place Util | 0.156 | - |
| Final Critical Period | 1.20 | ns |
| Initial antenna violation count | 0 | - |
| 1st-iter DRT viols | 11 | - |
| List of cells traversed by the critical path | buf_16, buf_12, buf_12, mux2_4, buf_6 | - |
| Kind of end point of the critical path | primary output | - |
| GR Util All Layers | 0.109 | - |
| Total half-perimeter wirelength after legalization and detailed placement | 6.06 | mm |
| Setup violations, final | 64 | - |
| Register share after synthesis | 0 | - |
| Clk_buf instances | 0 | - |
| Routed via count divided by cell count | 3.67 | - |
| DRC | 0 | - |
| Crit path required time | 0.80 | ns |
-- layout by cell type, fill, tap and decap left out --
cell type,netlist,layout
sky130_fd_sc_hd__buf_16,0,3
sky130_fd_sc_hd__buf_2,0,17
sky130_fd_sc_hd__clkdlybuf4s15_1,0,2
sky130_fd_sc_hd__mux2_2,4,1
sky130_fd_sc_hd__dlygate4sd2_1,0,104
sky130_fd_sc_hd__buf_12,6,6
sky130_fd_sc_hd__buf_4,0,5
sky130_fd_sc_hd__clkdlybuf4s50_1,0,18
sky130_fd_sc_hd__mux2_4,60,63
sky130_fd_sc_hd__dlymetal6s2s_1,0,4
sky130_fd_sc_hd__buf_6,1,49
sky130_fd_sc_hd__buf_8,0,1
-- path summary, 6_finish.rpt --
kind	start	to	slack [ns]	cells after the start
worst max-delay path	sel	out[12]	-0.20	5
worst min-delay path	b[53]	out[53]	0.70	3
-- cell families (layout without fill, tap and decap cells) --
family   after synthesis  in the layout  share of synthesized area
buf+inv                7            209                      0.122
mux                   64             64                      0.878
-- layout make-up --
type | count | share of cell area
timing repair buffer | 209 | 0.656
multi-input combinational | 64 | 0.306
tap | 96 | 0.0384
-- per-layer routing --
| metal | GRT usage | share of wire |
|---|---|---|
| met5 | 0 | 0 |
| met4 | 0 | 0 |
| met3 | 0.0391 | 0.088 |
| met2 | 0.224 | 0.58 |
| met1 | 0.106 | 0.33 |
-- per-stage QoR --
stage                     total power, mW  setup slack, ns
after global placement               1.35           -0.559
after floorplan                     0.408          0.00255
after global routing                 1.35           -0.219
final                                1.26           -0.197
after detailed placement             1.35           -0.549
after CTS                            1.23           -0.211
-- repair_timing --
action	in CTS	in global routing
cloned	2	0
buffers inserted	6	3
gates resized	356	18
endpoints found under the setup margin	64	63
-- power by group --
part / switching (mW) / internal (mW) / total, mW
combinational: 0.288 / 0.971 / 1.26
sequential: 0 / 0 / 0
clock: 0 / 0 / 0
total: 0.288 / 0.971 / 1.26
-- synthesized netlist by cell type --
cell	n	share of area
sky130_fd_sc_hd__mux2_4	60	0.84
sky130_fd_sc_hd__buf_6	1	0.010
sky130_fd_sc_hd__mux2_2	4	0.042
sky130_fd_sc_hd__buf_12	6	0.11
Power and IR drop assume default switching activity.
